## flow/config.mk

```make
export PLATFORM = sky130hd
export DESIGN_NAME = TC
export DESIGN_NICKNAME = TC
export VERILOG_FILES = /design/flow/design.v
export SDC_FILE = /design/flow/constraint.sdc
export NUM_CORES = 4
export LEC_CHECK = 1
export CORE_UTILIZATION = 50
```

## flow/constraint.sdc

```tcl
current_design TC

set clk_period 7.3
set clk_io_pct 0.2

create_clock -name clk0 -period $clk_period [get_ports {clk}]

set non_clock_inputs [all_inputs -no_clocks]
set_input_delay [expr $clk_period * $clk_io_pct] -clock clk0 $non_clock_inputs
set_output_delay [expr $clk_period * $clk_io_pct] -clock clk0 [all_outputs]
```

## flow/design.v

```verilog
`timescale 1ns / 1ps
module TC (
    input  wire        clk  ,
    input  wire        reset,
    input  wire [31:2] Addr ,
    input  wire        WE   ,
    input  wire [31:0] Din  ,
    output wire [31:0] Dout ,
    output wire        IRQ
);
    reg [ 1:0] state     ;
    reg [31:0] mem  [2:0];
    reg _IRQ;
    assign IRQ = mem[0][3] & _IRQ;
    assign Dout = mem[Addr[3:2]];
    wire [31:0] load = Addr[3:2] == 0 ? {28'h0, Din[3:0]} : Din;
    integer i;
    always @(posedge clk) begin
        if(reset) begin
            state <= 0;
            for(i = 0; i < 3; i = i+1) mem[i] <= 0;
            _IRQ  <= 0;
        end
        else if(WE) begin
            mem[Addr[3:2]] <= load;
        end
        else begin
            case(state)
                2'b00 : if(mem[0][0]) begin
                    state <= 2'b01;
                    _IRQ  <= 1'b0;
                end
                2'b01 : begin
                    mem[2] <= mem[1];
                    state  <= 2'b10;
                end
                2'b10 :
                if(mem[0][0]) begin
                    if(mem[2] > 1) mem[2] <= mem[2]-1;
                    else begin
                        mem[2] <= 0;
                        state  <= 2'b11;
                        _IRQ   <= 1'b1;
                    end
                end
                else state <= 2'b00;
                default : begin
                    if(mem[0][2:1] == 2'b00) mem[0][0] <= 1'b0;
                    else _IRQ <= 1'b0;
                    state <= 2'b00;
                end
            endcase
        end
    end
endmodule
```

## flow/run.sh

```bash
#!/bin/bash
# OpenROAD 26Q1-2900-gdf79404cd8, Yosys 0.63+post, stock flow scripts
make -C /OpenROAD-flow-scripts/flow DESIGN_CONFIG=/design/flow/config.mk WORK_HOME=/design/flow/orfs finish
```

==> results_slide.txt <==
Synthesis and Place & Route Summary

Place
  • DP Area: 7810 um^2
  • PortBufs: 69
  • Detailed placement HPWL: 10700 um
  • Post-place setup slack: 2.58 ns
  • GPL Wtd Cong: 0.879

Critical path
  • CP required: 5.84 ns
  • Setup crit start kind: input port
  • Data arrival, critical path: 3.21 ns
  • Kind of critical path: in2out
  • Crit end category: output port
  • CP max FO: 37

Clock tree
  • CTS HTree Levels: 4
  • Hold_buf cts: 0
  • Setup bufs post-CTS: 0
  • CTS tree: built
  • Clock insertion delay at the later pin of the skew report: 0.42 ns
  • CTS Buffer Depth: 2
  • Clock transition at the registers of the reported paths: 0.05 ns
  • Post-CTS sizing: 0
  • TritonCTS Buffers: 17
  • Root Buffer: clkbuf_16
  • CTS Sinks: 133

Finish
  • Most frequent logic cell in the layout: edfxtp_1
  • Top Layout Cells: edfxtp_1, nor2_1, clkdlybuf4s50_1
  • Area growth from synthesis to layout: 22.7%
  • Comb. cell area: 2810 um^2
  • Final Instance Area: 8340 um^2
  • Layout cell share with drive strength beyond 1: 0.150
  • Storage cell area: 3940 um^2
  • # fillers: 1047

Routing
  • Final antenna-violating net count: 0
  • # DRC: 0
  • Diodes inserted: 0
  • WL final: 18000 um
  • Total number of vias: 4998
  • 1st-iter DRT viols: 376
  • Vias/cell: 5.98
  • Wire length per cell: 21.5 um
  • DRT Pass-1 Iters: 4

Floorplan
  • CORE AREA: 13200 um^2
  • Floorplan core density: 0.513
  • Die x size: 119 um
  • IO Pins: 98
  • Die Area: 14100 um^2
  • Die H: 119 um
  • Num rows: 42

Global route
  • Gr usage total: 0.296
  • First-pass GRT wire length: 28300 um
  • Initial antenna violation count: 0
  • Pin count of the biggest net entering global routing: 40
  • Vias in the first global route: 5263
  • Grt total ovfl: 0

Pwr
  • PwrDens: 225 nW/um^2
  • Total power draw: 1880 uW
  • Leakage power: 0.00310 uW
  • Maximum vdd drop: 0.139 mV

Yosys
  • Post-synth ARST share: 0
  • Cell Type Count: 54
  • Synthesized area per cell: 12.3 um^2
  • Post-synth seq share: 0.580
  • YS chip area: 6800 um^2
  • Area share, top type: 0.566
  • Yosys warning count: 1
  • # Cells Yosys: 552
  • Post-synth top flop: edfxtp_1
  • Number of enable flip-flop cells: 128
  • Cell area leaders: edfxtp_1, mux4_2, nor2_1
  • Post-Syn Instances: 552
  • Mapped Area: 6800 um^2
  • Yosys top cell by area: edfxtp_1
  • Register bit total from synthesis: 133

Final timing
  • Final hold vios: 0
  • Fin worst setup slack: 2.63 ns
  • Setup violators final: 0
  • Slew of the pin with the lowest slew margin: 0.802 ns
  • Slew headroom: 0.461
  • Setup TNS: 0 ns
  • Tcrit/Tclk final: 0.639
  • Max Clock Freq: 214 MHz
  • Fin crit period: 4.67 ns
  • Slew Viols, Final: 0
  • Setup Skew: 0.00663 ns
  • RSZ-0062 raised after global routing: false

Job
  • Number of max-cap violations: 0
  • Log Warnings: 55

Run status
  • Status: finished, final reports clean

Hold path
  • Hold Crit Class: reg2reg
## metal layers
| metal | vias to the layer above | routed length (um) | share of wire | track usage |
|---|---|---|---|---|
| met5 | - | 45 | 0.0025 | 0.0257 |
| met3 | 27 | 2020 | 0.11 | 0.140 |
| met4 | 2 | 315 | 0.018 | 0.0419 |
| li1 | 2261 | - | - | - |
| met2 | 288 | 8290 | 0.46 | 0.435 |
| met1 | 2420 | 7290 | 0.41 | 0.454 |
## worst max-delay path, cell delays in order
cell             delay [ns]
buf_2                  0.07
buf_4                  0.60
mux4_2                 0.62
clkdlybuf4s50_1        0.43
## kinds of logic after synthesis
kind of cell             count (synthesis)  synth area share
flip-flops                             133             0.580
adder cells (fa/ha/maj)                  2           0.00368
other                                    1          0.000552
AND/OR/NAND/NOR                        253             0.187
XOR/XNOR                                27            0.0348
multiplexers                            33             0.108
AND-OR/OR-AND                           58            0.0602
buffers and inverters                   45            0.0261
## stage by stage
| stage | hold WS (ns) | cells | util |
|---|---|---|---|
| 2_1_floorplan | 0.423 | 579 | - |
| 4_1_cts | 0.451 | 836 | 0.630 |
| 3_5_place_dp | 0.443 | 804 | 0.590 |
| 6_report | 0.447 | 836 | 0.630 |
| 3_3_place_gp | 0.437 | 804 | 0.590 |
| 5_1_grt | 0.480 | 836 | 0.630 |
## layout make-up
cell class	instances	area share
tap	176	0.0264
sequential	133	0.473
timing repair buffer	86	0.0970
multi-input combinational	401	0.337
inverter	8	0.00360
clock buffer	18	0.0515
clock inverter	14	0.0113
## final timing paths
kind	cells after the start	to	slack (ns)	startpoint
min reg2reg	2	state[3]$_DFF_P_	0.45	state[3]$_DFF_P_
min	2	state[3]$_DFF_P_	0.45	state[3]$_DFF_P_
max reg2reg	6	mem[2][10]$_SDFFCE_PN0P_	4.44	mem[2][5]$_SDFFCE_PN0P_
max	4	Dout[14]	2.63	Addr[2]
## synthesized netlist by cell type, types with 9 or more instances
cell type,number
a21oi_1,20
nand2_1,43
a221oi_1,9
nor2_1,81
and2_1,14
xor2_1,19
mux4_2,32
clkbuf_1,31
edfxtp_1,128
nand3_1,30
and3_1,12
nor3_1,24
nor4_1,13
## state kept, by name, summed over array words and instances (netlist names)
register,flops
mem,128
_IRQ,1
state,4
## report_power, final
| group | internal, uW | leakage, uW | switching [uW] |
|---|---|---|---|
| clock network | 457 | 0.000265 | 301 |
| logic | 109 | 0.00152 | 102 |
| registers | 886 | 0.00131 | 25.0 |
Power is estimated from default activity; no workload was simulated.
