**flow/config.mk**
```make
export PLATFORM = sky130hd
export DESIGN_NAME = ext
export DESIGN_NICKNAME = ext
export VERILOG_FILES = /design/flow/design.v
export SDC_FILE = /design/flow/constraint.sdc
export NUM_CORES = 4
export LEC_CHECK = 1
export CORE_AREA = 10 10 70 70
export DIE_AREA = 0 0 80 80
```
**flow/constraint.sdc**
```tcl
current_design ext

set clk_period 2.8
set clk_io_pct 0.2

create_clock -name clk0 -period $clk_period

set non_clock_inputs [all_inputs -no_clocks]
set_input_delay [expr $clk_period * $clk_io_pct] -clock clk0 $non_clock_inputs
set_output_delay [expr $clk_period * $clk_io_pct] -clock clk0 [all_outputs]
```
**flow/design.v**
```verilog
`timescale 1ns / 1ps
module ext(
    input [15:0] imm,
    input [1:0] EOp,
    output reg [31:0] ext
    );
    always @(*) begin
        case (EOp)
            2'b00: ext = { { 16{ imm[15] } }, imm };
            2'b01: ext = { 16'b0, imm };
            2'b10: ext = { imm, 16'b0 };
            2'b11: begin
                ext = { { 16{ imm[15] } }, imm };
                ext = ext << 2;
            end
        endcase
    end
endmodule
```
**flow/run.sh**
```bash
#!/bin/bash
# OpenROAD 26Q1-2900-gdf79404cd8, Yosys 0.63+post, stock flow scripts
make -C /OpenROAD-flow-scripts/flow DESIGN_CONFIG=/design/flow/config.mk WORK_HOME=/design/flow/orfs finish
```
==> results.txt <==
run results: Die Ht=80 µm, first-pass GRT wire length=3590 µm, Cell Type Count=18, Setup TNS=0 ns, number of global-route vias before repair=681, Flop pwr share=0%, Critical Path Max Stage Delay=0.58 ns, Post-Layout Cell Count=156, max cap viols=0, largest net degree at the start of global routing=19, utilization after layout=31.4%, DR vias/cell=4.22, top logic cells by instance count in the layout=clkdlybuf4s50_1 (49), mux2i_1 (15), a22o_1 (11), o21ai_0 (8), buf_4 (7), seq_cells=0, cell count after synthesis=60, final setup fails=0, buffer-and-inverter tally for the worst setup path=2, Total GRT Usage=6.70%, Hold Crit Depth=4, Slew Viols, Final=0, Crit. End Element=output port, ratio of cells with drive above 1 in the final layout=16.4%, maximum vdd drop=0.0601 mV, Routability Congestion=0.740, hold violation total from the final report=0, initial antenna violation count=0, Routed Antenna Nets=0, vias post-DR=659, Clock Power Share=0%, run status=completed, yosys stat chip area=512 µm², Syn Std Cell Area=512 µm², Log Warnings=32, crit path launch type=input port, GRT Residual Overflow=0, final wirelength=2290 µm, placed inst area=0.00102 mm², Critical path origin=EOp[0], hold buffer count at CTS=0, P_int=120 µW, DRC=0, Filler cells=360, critical setup path kind=input port to output port, worst-margin pin slew=0.297 ns, num rows=21, worst-path fanout max=14, worst hold margin=1.99 ns, placed wire-length estimate=1880 µm, Sw Share=31.2%, period utilisation layout=93.5%, most frequent CP cell=clkdlybuf4s50_1, Register Area=0 µm², CP cell instances=clkdlybuf4s50_1, and2_4, a22o_1, clkdlybuf4s50_1, Detailed Routing Iterations Pass 1=3, Power Dens Cells=163 mW/mm², clkbuf count=0, NetSw=54.4 µW, ys cells=60, sequential area share after synthesis=0%, P_leak=0.000439 µW, die width=80 µm, Max Freq=0.382 GHz, synth warn=1, placed insts=152, Total Die Area=0.00640 mm², Area Growth Syn to Fin=110%, Synth Area per Inst=8.53 µm², io pins=50, min Tclk post-route=2.62 ns, Logic cell area=412 µm², delay-heaviest family, CP=buffers and inverters, core area=0.00342 mm², port bufs=50, Hold Path Class=input port to output port, Critical-path top delay cell=clkdlybuf4s50_1, Routed wire per std cell=14.7 µm, final non-filler cell area=0.00107 mm², combinational fraction of design power=100.0%, antenna fix cells=0, hold path start=EOp[1], Required @ worst endpoint=2.24 ns, WP depth=4, most numerous logic cell after layout=clkdlybuf4s50_1, unrepaired setup endpoints after global routing=false, Worst slew margin=80.2%, CP arrival=2.06 ns, Initial Util=15.0%, DRT iter0 DRCs=4
==> final cells by class <==
type,instances,area share (%)
multi-input combinational,50,38.4
timing repair buffer,59,55.5
inverter,1,0.700
tap,46,5.37
==> layer usage <==
| metal | wire, µm | up-vias | global-route usage (%) |
|---|---|---|---|
| li1 | - | 335 | - |
| met1 | 1020 | 297 | 8.57 |
| met2 | 1020 | 27 | 11.2 |
| met3 | 249 | 0 | 2.39 |
| met4 | 0 | 0 | 0 |
| met5 | 0 | - | 0 |
==> per-stage QoR <==
stage	total power, µW	worst slack, ns
2_1_floorplan	61.0	1.08
6_report	174	0.183
3_3_place_gp	171	0.0733
5_1_grt	191	0.0854
4_1_cts	172	0.0470
3_5_place_dp	171	0.0488
==> worst min-delay path: stages <==
cell and delay, ns:
dlymetal6s2s_1 0.20, nand3_4 0.20, o21ai_2 0.07, clkdlybuf4s50_1 0.40
==> synthesized netlist by cell type, types with 2 or more instances <==
library cell	n	area share, %
and2b_2	2	3.4
buf_6	3	6.6
a22o_1	11	19
o21ai_0	8	7.8
mux2i_1	15	29
o21ai_1	6	5.9
a22o_2	3	5.9
buf_2	2	2.0
==> power by group through the flow <==
stage / Clock (µW) / Combinational [µW] / Sequential, µW
final: 0 / 174 / 0
after global routing: 0 / 191 / 0
after CTS: 0 / 172 / 0
==> what timing repair did <==
item | CTS | global route
resized | 0 | 2
setup buffers | 0 | 4
setup endpoints to repair | 0 | 19
hold endpoints to repair | 0 | 0
==> worst paths after layout <==
| path | endpoint | slack, ns |
|---|---|---|
| worst max-delay path | ext[8] | 0.18 |
| worst min-delay path | ext[17] | 1.99 |
==> kinds of logic (layout without fill, tap and decap cells) <==
group / Yosys count / count (layout) / synth area share, %
buffers and inverters: 10 / 60 / 19.6
muxes: 15 / 15 / 29.3
and+or+nand+nor: 5 / 5 / 9.54
AOI/OAI and AO/OA: 30 / 30 / 41.6
Power figures rest on the tool's default switching activity, not on a simulated workload.
