File: design/flow/run.sh
#!/bin/bash
# OpenROAD 26Q1-2900-gdf79404cd8, Yosys 0.63+post, stock flow scripts
make -C /OpenROAD-flow-scripts/flow DESIGN_CONFIG=/design/flow/config.mk WORK_HOME=/design/flow/orfs finish
File: design/flow/config.mk
export PLATFORM = sky130hd
export DESIGN_NAME = bridge
export DESIGN_NICKNAME = bridge
export VERILOG_FILES = /design/flow/design.v
export SDC_FILE = /design/flow/constraint.sdc
export NUM_CORES = 4
export LEC_CHECK = 1
export CORE_AREA = 10 10 158 158
export DIE_AREA = 0 0 168 168
File: design/flow/constraint.sdc
current_design bridge

set clk_period 6.9
set clk_io_pct 0.2

create_clock -name clk0 -period $clk_period

set non_clock_inputs [all_inputs -no_clocks]
set_input_delay [expr $clk_period * $clk_io_pct] -clock clk0 $non_clock_inputs
set_output_delay [expr $clk_period * $clk_io_pct] -clock clk0 [all_outputs]
File: design/flow/design.v
`default_nettype none
module bridge (
    output wire [31:0] m_data_addr      ,
    output wire [31:0] m_data_wdata     ,
    output wire [ 3:0] m_data_byteen    ,
    input  wire [31:0] m_data_rdata     ,
    input  wire [31:0] tmp_m_data_addr  ,
    input  wire [31:0] tmp_m_data_wdata ,
    input  wire [ 3:0] tmp_m_data_byteen,
    output wire [31:0] tmp_m_data_rdata ,
    output wire [31:0] tc0_addr         ,
    output wire        tc0_we           ,
    output wire [31:0] tc0_din          ,
    input  wire [31:0] tc0_dout         ,
    output wire [31:0] tc1_addr         ,
    output wire        tc1_we           ,
    output wire [31:0] tc1_din          ,
    input  wire [31:0] tc1_dout
);
assign m_data_addr = tmp_m_data_addr;
assign tc0_addr    = tmp_m_data_addr;
assign tc1_addr    = tmp_m_data_addr;
assign tc0_din      = tmp_m_data_wdata;
assign tc1_din      = tmp_m_data_wdata;
assign m_data_wdata = tmp_m_data_wdata;
wire tc0 = (tmp_m_data_addr >= 32'h0000_7f00) && (tmp_m_data_addr <= 32'h0000_7f0b);
wire tc1 = (tmp_m_data_addr >= 32'h0000_7f10) && (tmp_m_data_addr <= 32'h0000_7f1b);
wire we = (|tmp_m_data_byteen);
assign tc0_we        = we && tc0;
assign tc1_we        = we && tc1;
assign m_data_byteen = (tc0 | tc1) ? 0 : tmp_m_data_byteen;
assign tmp_m_data_rdata = (
    (tc0) ? tc0_dout :
    (tc1) ? tc1_dout :
    m_data_rdata
);
endmodule  
==> summary.txt <==
run results: GRT Residual Overflow=0, top cells, area=buf_4 61%, mux2_2 24%, mux2_1 6.7%, Combinational Power Share=100.0%, power per cell area=47.7 nW/um2, worst slack, placed=1.23 ns, max frequency=182 MHz, core area=21700 um2, first-pass GRT wire length=14400 um, Layout Cells excl Fill=622, logic area=862 um2, hold_sp=tmp_m_data_wdata[0], Psw=37.9 uW, Final Instance Area=3810 um2, DR pass1 iterations=3, crit path from=tmp_m_data_addr[5], top cells by count=193 x buf_4, 50 x mux2_2, 14 x mux2_1, Synth Warn #=0, final hold viol count=0, fin crit period=5.50 ns, unrepaired setup endpoints after global routing=false, dpl hpwl=8960 um, peak supply drop=0.0143 mV, crit path DRT=5.52 ns, largest net degree at the start of global routing=30, n_diodes=0, DR iter-0 viols=38, Post-DP Area=3810 um2, HP Class=input port to output pin, Lkg Pwr=0.00130 uW, layout cells sized above 1=16.7%, drt drc=0, GPL Wtd Cong=0.714, routed len/inst=16.2 um, chip width=168 um, CP Class=input port to output pin, register area=0 um2, Die H=168 um, Slew Limit Headroom=67.1%, Sw Ratio=20.9%, power share of the clock group=0%, number of clock buffers in the layout=0, CP Launch Type=input port, Post-Syn Area=2360 um2, Row Count=54, Seq cells=0, Setup violations, final=0, routed vias/inst=3.01, sequential share of the synthesized area=0%, Initial Utilization=10.9%, dominant cell type by area after synthesis=buf_4, Worst Path Arrival=4.12 ns, Final Max Slew Viols=0, Final Core Density=17.6%, max-cap violations=0, Ports=394, crit-path max FO=24, status=finished clean, Yosys top cell area share=61.4%, Area growth, synth to finish=61.6%, Netlist cell types=15, yosys synthesis chip area=2360 um2, tool warnings=32, setup_tns=0 ns, post-CTS setup buffers=0, Seq pwr share=0%, Filler cells=2448, placed insts=622, Worst Setup End Kind=output pin, Routed Antenna Nets=0, final wirelength=10000 um, cts-stage hold buffer count=0, post-cts resize count=0, fin crit share=79.7%, worst setup margin=1.40 ns, count leader, synth=buf_4, Syn Area/Cell=8.40 um2, initial antenna violation count=0, Port-buffer cells=258, Worst-Margin Slew=0.488 ns, full die area=28200 um2, vias in the first global route=2245, yosys cell count=281, P_int=144 uW, GR Util All Layers=6.44%, via count=1873, post-synthesis cell count=281
## final timing paths
path	endpoint	slack, ns	cells past startpoint
setup / recovery	tmp_m_data_rdata[1]	1.40	7
hold / removal	m_data_wdata[0]	2.76	0
## placed cells by master, fill, tap and decap left out
cell type	netlist	routed
clkdlybuf4s50_1	0	257
mux2_2	50	50
mux2_1	14	14
nor4_1	4	4
nor2b_1	4	4
buf_4	193	3
nand4_1	2	2
or4b_4	1	1
nand2_1	1	1
or4_1	1	1
nor3_1	1	1
a2111oi_4	1	1
nor3b_2	1	1
and3b_1	1	1
buf_2	0	1
## cells by family (layout without fill, tap and decap cells)
| group | after synthesis | in the layout | share of synthesized area [%] |
|---|---|---|---|
| buf+inv | 200 | 261 | 63.5 |
| mux | 64 | 64 | 30.5 |
| simple gates | 16 | 16 | 4.82 |
| compound gates | 1 | 1 | 1.17 |
## stage by stage
| step | total power [uW] | hold slack [ns] |
|---|---|---|
| floorplan | 92.1 | 2.82 |
| global placement | 186 | 2.76 |
| detailed placement | 185 | 2.76 |
| CTS | 187 | 2.76 |
| global route | 197 | 2.76 |
| finish | 182 | 2.76 |
## worst max-delay path: stages
cell,delay [ns]
clkdlybuf4s50_1,0.53
nor4_1,0.51
nand4_1,0.23
a2111oi_4,0.26
buf_4,0.37
mux2_2,0.38
clkdlybuf4s50_1,0.41
## cell type report
cell class / instances / area share, %
Timing Repair Buffer: 261 / 68.2
Multi-Input combinational cell: 81 / 22.6
Tap cell: 280 / 9.19
## power groups by stage
| stage | Sequential [uW] | Combinational [uW] | Clock (uW) |
|---|---|---|---|
| CTS | 0 | 187 | 0 |
| global route | 0 | 197 | 0 |
| finish | 0 | 182 | 0 |
## routing by layer
metal / wire length (um) / global-route usage (%) / vias to the layer above / share of wire, %
li1: - / - / 864 / -
met1: 3700 / 6.91 / 761 / 37
met2: 4280 / 9.84 / 245 / 43
met3: 2050 / 5.74 / 3 / 20
met4: 19 / 0.151 / 0 / 0.19
met5: 0 / 0 / - / 0
Power is estimated from default activity; no workload was simulated.
